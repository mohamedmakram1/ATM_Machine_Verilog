File: /design/flow/design.v
module ATM (
  	input  wire        card_handler ,  
	input  wire        rst,  
	input  wire        clk,  
  input wire [3:0]     in,  
  output reg [8*66:1]        display_str,  
  input wire[10:0] amount  
);
  parameter[3:0] AR_VAL = 4'b0001,
   				 EN_VAL = 4'b0010,
  				 DEP_VAL = 4'b1001,
  				 WDRAW_VAL = 4'b0101,
  				 BALANCE_VAL = 4'b0011,
  				 PASSWORD_VAL = 4'b1111,
  				 EXT_VAL = 4'b0000;
  localparam[3:0]   ST0 = 4'b0000,
                    ST1 = 4'b0001,
  					ST2 = 4'b0010,
                    ST3 = 4'b0011,
  					ST4 = 4'b0100,
                    ST5 = 4'b0101,
   					ST6 = 4'b0110,
                    ST7 = 4'b0111,
   					ST8 = 4'b1000,
                    ST9 = 4'b1001,
   					ST10 = 4'b1010,
                    ST11 = 4'b1011,
   					ST12 = 4'b1100,
                    ST13 = 4'b1101,
   					ST14 = 4'b1110,
                    ST15 = 4'b1111;
  reg [32:0] balance;					
  reg[3:0]         	current_state,
                    next_state;
  initial 
    begin
      balance = 1000000;
      current_state = ST0;
    end
  always @(posedge clk or negedge rst)
   begin
    if(!rst)
     begin
       current_state <= ST0 ;
     end
    else
     begin
       current_state <= next_state ;
     end
   end
  always @(*)
   begin
    case(current_state)
    ST0     : begin
      		  if(card_handler==1'b1)
                 next_state = ST1;
                else
                 next_state = ST0 ;			  
               end
    ST1     : begin
      			if(in == EN_VAL)
                 next_state = ST2 ;
      			else if (in == AR_VAL)
                 next_state = ST3 ;
                else
                 next_state = ST1 ;	   
              end
    ST2     : begin
      			if(in == PASSWORD_VAL)
                 next_state = ST4 ;
                else
                 next_state = ST2 ;	    
              end
    ST3     : begin
      			if(in == PASSWORD_VAL)
                 next_state = ST5 ;
                else
                 next_state = ST3 ;	    
              end
    ST4     : begin
      			if(in == DEP_VAL)
                 next_state = ST6 ;
      			else if(in == WDRAW_VAL)
                 next_state = ST7 ;
      			else if(in == BALANCE_VAL)
                 next_state = ST8 ;      		
                else
                 next_state = ST4 ;	    
              end
    ST5     : begin
      		  	if(in == DEP_VAL)
                 next_state = ST9 ;
      			else if(in == WDRAW_VAL)
                 next_state = ST10 ;
      			else if(in == BALANCE_VAL)
                 next_state = ST11 ;      		
                else
                 next_state = ST5 ;	    
              end
    ST6     : begin
               if( in ==  EXT_VAL)
                 next_state = ST4 ;
      		   else if(amount > 0 )
                 begin
                  balance = balance + amount;
                  next_state = ST12 ;
                 end
                else
                 next_state = ST6 ;	    
              end
    ST7     : begin
      			if( in ==  EXT_VAL)
                 next_state = ST4 ;
               else if(amount > 0 && amount <= balance  )
                 begin
                  balance = balance - amount;
                  next_state = ST14 ;
                 end
                else
                 next_state = ST7 ;	    
              end
    ST8     : begin
      			if( in ==  EXT_VAL)
                 next_state = ST4 ;
                else
                 next_state = ST8 ;	    
              end
     ST9     : begin  
       		 if( in ==  EXT_VAL)
                 next_state = ST5 ;
      		   else if(amount > 0 )
                 begin
                  balance = balance + amount;
                  next_state = ST13 ;
                 end
                else
                 next_state = ST9 ;	    
              end
    ST10     : begin
      			if( in ==  EXT_VAL)
                 next_state = ST5 ;
               else if(amount > 0 && amount <= balance  )
                 begin
                  balance = balance - amount;
                  next_state = ST15 ;
                 end
                else
                 next_state = ST10 ;	    
              end
    ST11     : begin
      			if( in ==  EXT_VAL)
                 next_state = ST5 ;
                else
                 next_state = ST11 ;	    
              end
    ST12     : begin
      			if( in ==  EXT_VAL)
                 next_state = ST4 ;
                else
                 next_state = ST12 ;	    
              end
    ST14     : begin
      			if( in ==  EXT_VAL)
                 next_state = ST4 ;
                else
                 next_state = ST14 ;	    
              end
    ST13     : begin
      			if( in ==  EXT_VAL)
                 next_state = ST5 ;
                else
                 next_state = ST13 ;	    
              end
    ST15     : begin
      			if( in ==  EXT_VAL)
                 next_state = ST5 ;
                else
                 next_state = ST15 ;	    
              end
      default :   next_state = ST0 ;		 
    endcase
  end
  always @(*)
   begin
    case(current_state)
    ST0     : begin
      display_str[8*66:8*(66-23)+1]   =  "Please insert your card";	  display_str[8*(66-23):1] = 0;
               end
    ST1       : begin
      display_str[8*66:8*(66-46)+1]   =  "Please choose your language\n1.Arabic\n2.English";
      display_str[8*(66-46):1] = 0;
               end	
    ST2      : begin
      display_str[8*66:8*(66-26)+1]   =  "Please Enter your password";	   display_str[8*(66-26):1] = 0;
               end
    ST3     : begin
      display_str[8*66:8*(66-22)+1]   =  "الرجاء ادخال كلمه السر";	   display_str[8*(66-22):1] = 0;
               end
    ST4    : begin
      display_str[8*66:8*(66-62)+1]   =  "Please choose your operation\nDeposit(9)\nWithdraw(5)\nBalance(3)";
      display_str[8*(66-62):1] = 0;
    		end
   	ST5    : begin
      display_str[8*66:8*(66-52)+1]   =  "الرجاء اختيار العمليه , ايداع(9) ,سحب(5),كشف حساب(3)";
      display_str[8*(66-52):1] = 0;
               end			 
    ST6     : begin
      display_str[8*66:8*(66-32)+1]   =  "Enter amount you want to deposit";
      display_str[8*(66-32):1] = 0;
               end
    ST7    : begin
      display_str[8*66:8*(66-33)+1]   =  "Enter amount you want to withdraw";
      display_str[8*(66-33):1] = 0;
    		end
   	ST8    : begin
      display_str[8*66:8*(66-52)+1]   =  "Operation is done successfully , your balance now is";
      display_str[8*(66-52):1] = 0;
    		end
    ST9     : begin
      display_str[8*66:8*(66-32)+1]   =  "ادخل الرقم الذى تريد ايداعه";
      display_str[8*(66-32):1] = 0;
               end
    ST10    : begin
      display_str[8*66:8*(66-33)+1]   =  "ادخل الرقم الذى تريد سحبه";
      display_str[8*(66-33):1] = 0;
    		end
   	ST11    : begin
      display_str[8*66:8*(66-32)+1]   =  "العمليه تمت بنجاح , رصيدك الحالى";
      display_str[8*(66-32):1] = 0;
    		end
    ST12     : begin
      display_str[8*66:8*(66-52)+1]   =  "Operation is done successfully , your balance now is";
      display_str[8*(66-52):1] = 0;
               end
    ST13    : begin
      display_str[8*66:8*(66-32)+1]   =  "العمليه تمت بنجاح , رصيدك الحالى";
      display_str[8*(66-32):1] = 0;
    		end
   	ST14    : begin
      display_str[8*66:8*(66-52)+1]   =  "Operation is done successfully , your balance now is";
      display_str[8*(66-52):1] = 0;
    		end
   	ST15    : begin
      display_str[8*66:8*(66-32)+1]   =  "العمليه تمت بنجاح , رصيدك الحالى";
      display_str[8*(66-32):1] = 0;
    		end     
   default  : begin
                display_str   =  "";
               end			  
    endcase
   end	
endmodule
File: /design/flow/run.sh
#!/bin/bash
# OpenROAD 26Q1-2900-gdf79404cd8, Yosys 0.63+post, stock flow scripts
make -C /OpenROAD-flow-scripts/flow DESIGN_CONFIG=/design/flow/config.mk WORK_HOME=/design/flow/orfs finish
File: /design/flow/config.mk
export PLATFORM = sky130hd
export DESIGN_NAME = ATM
export DESIGN_NICKNAME = ATM
export VERILOG_FILES = /design/flow/design.v
export SDC_FILE = /design/flow/constraint.sdc
export NUM_CORES = 4
export LEC_CHECK = 1
export CORE_AREA = 10 10 215 215
export DIE_AREA = 0 0 225 225
export SYNTH_MEMORY_MAX_BITS = 65536
File: /design/flow/constraint.sdc
current_design ATM

set clk_period 2.8
set clk_io_pct 0.2

create_clock -name clk0 -period $clk_period [get_ports {clk}]

set non_clock_inputs [all_inputs -no_clocks]
set_input_delay [expr $clk_period * $clk_io_pct] -clock clk0 $non_clock_inputs
set_output_delay [expr $clk_period * $clk_io_pct] -clock clk0 [all_outputs]
==> out/README.md <==
| Step | Parameter | This run |
|---|---|---|
| sta | RSZ-0062 raised after global routing | true |
| sta | Setup WS post-layout | 36.4 ps |
| routing | Number of violations reported at the end of detailed-routing iteration 0 | 567 |
| sta | Setup tns final | 0 ps |
| global route | Number of global-route vias before repair | 7777 |
| sta | Fin Hold WS | 571 ps |
| synthesis | Flops after synth | 37 |
| worst setup path | Worst reg2reg path startpoint | current_state[1] |
| synthesis | Synth area leader | buf_4 |
| routing | Diode count | 0 |
| floorplanning | Initial Utilization | 17.4% |
| clock tree | Clock input transition at the sequential cells of the worst setup and hold paths | 30 ps |
| placement | Routability congestion estimate | 0.956 |
| clock tree | Hold buffer count at cts | 0 |
| global route | Aggregate global routing overflow | 0 |
| sta | Total count of max-transition violations in the final report | 0 |
| clock tree | Clock buffers created by TritonCTS | 3 |
| final layout | Fillers | 4360 |
| sta | Slew of the pin with the lowest slew margin | 698 ps |
| worst setup path | Worst path buffer plus inverter count | 4 |
| floorplanning | Core ar. | 0.0418 sq mm |
| synthesis | Top flip-flop cell by instance count after synthesis | dlxtn_1 |
| placement | DP HPWL | 33900 um |
| global route | Total global routing track utilization | 14.1% |
| synthesis | Post-synthesis area per instance | 6.59 sq um |
| final layout | Fraction of layout cells with a size suffix above 1 | 18.5% |
| worst setup path | Worst setup SP type | flop |
| clock tree | CTS tree | yes |
| sta | Maximum clock frequency | 0.362 GHz |
| worst setup path | Top Family by Delay on Critical Path | buffers and inverters |
| placement | Post-placement worst setup slack | -273 ps |
| final layout | Share of the core filled with cells | 28.2% |
| synthesis | Synthesis area per yosys | 0.00728 sq mm |
| clock tree | Buffer cell driving the clock tree root | clkbuf_16 |
| worst setup path | Endpoint of the worst-slack reg-to-reg timing path | current_state[1] |
| synthesis | Top post-synthesis cells by area | buf_4 36%, dlxtn_1 6.8%, nand2_1 6.4% |
| floorplanning | Num rows | 75 |
| synthesis | Synth unique cells | 73 |
| worst setup path | Reg2Reg Depth | 9 |
| floorplanning | Total die size | 0.0506 sq mm |
| floorplanning | # IOs | 546 |
| run | Total of max-cap violations | 0 |
| final layout | Most frequent cells in the layout | 420 x clkdlybuf4s50_1, 135 x buf_4, 106 x conb_1 |
| worst setup path | Max stage delay cell, worst path | clkdlybuf4s50_1 |
| global route | Global-route wire length before repair | 54100 um |
| worst setup path | Data arrival time at the worst-slack endpoint | 2200 ps |
| synthesis | Mapped Cells | 1104 |
| run status | Run status | finished clean |
| synthesis | Number of enable-type register cells in the synthesized netlist | 0 |
| min path | Type of the most critical hold path | input pin to async pin |
| floorplanning | Width of the chip | 225 um |
| final layout | Most frequent logic cell in the layout | clkdlybuf4s50_1 |
| routing | Number of iterations in the first detailed-routing pass | 6 |
| floorplanning | Height of the die | 225 um |
| routing | Via-to-Cell Ratio | 4.18 |
| run | Number of logged tool warnings | 50 |
| synthesis | Share of the synthesized area in the top cell type | 35.6% |
| sta | Max Clock Skew | 2.51 ps |
| worst setup path | Category of the worst setup path capture point | primary output |
| clock tree | H-tree depth reported by CTS | 1 |
| clock tree | Later-pin clock latency in the skew report | 220 ps |
| routing | Routed Wire Length | 39800 um |
| routing | Number of antenna-violating nets in the routed design | 0 |
| worst setup path | Most used cell along the critical path | buf_6 |
| synthesis | Cell count in the Yosys report | 1104 |
| final layout | Final Instance Count excl. Fillers | 1952 |
| global route | Number of antenna violations at the first check in global routing | 0 |
| sta | Remaining max-slew budget at the tightest pin | 53.3% |
| sta | Final Setup Violations | 0 |
| sta | Ratio of final minimum period to clock period | 98.7% |
| global route | Maximum number of pins on one net before global-route repair | 50 |
| worst setup path | Reg-to-reg setup timing slack | 450 ps |
| routing | Drt wl/cell | 20.4 um |
| synthesis | Number of warnings printed during yosys synthesis | 166 |
| placement | Dpl cells | 1922 |
| worst setup path | Required time of the critical path | 2240 ps |
| worst setup path | Highest net fanout along the worst path | 10 |
| synthesis | Post-Synthesis Cell Area | 0.00728 sq mm |
| routing | Routed vias | 8151 |
| synthesis | Share of flip-flops with an asynchronous set or reset | 10.8% |
| sta | Register pins left without a clock | 33 |
| final layout | Area added between synthesis and finish | 61.8% |
| worst setup path | Chain of cells forming the critical path | buf_6 -> ha_1 -> buf_6 -> nand2_2 -> a21oi_1 -> buf_4 -> or2_2 -> clkdlybuf4s50_1 |
| sta | Final tally of hold violations | 0 |
| worst setup path | Type of the worst setup path | flop to primary output |
| sta | Endpoints left unconstrained | 33 |
| placement | PortBufs | 439 |
| sta | Final Critical Period | 2760 ps |
| routing | Number of design rule violations left after detail routing | 0 |
| clock tree | Clk buf depth | 2 |
| worst setup path | Worst stage delay on the critical path | 420 ps |
## area by class of cell
type / count / area [sq um] / share of cell area (%)
Clock buffer: 4 / 78.8 / 0.669
Inverter: 60 / 244 / 2.07
Multi-Input combinational cell: 712 / 4360 / 37.1
Sequential cell: 37 / 598 / 5.08
Tap cell: 539 / 674 / 5.73
Timing Repair Buffer: 598 / 5800 / 49.3
Timing Repair inverter: 2 / 15.0 / 0.127
## stage by stage
| stage | area (sq um) |
|---|---|
| 6_report | 11800 |
| 5_1_grt | 11800 |
| 4_1_cts | 11400 |
| 3_5_place_dp | 11000 |
| 3_3_place_gp | 11000 |
| 2_1_floorplan | 7680 |
## worst max path at each step
stage	from	end	slack [ps]	cells after the start
final	current_state[0]	display_str[373]	40	8
after global routing	current_state[1]	display_str[106]	-40	7
after CTS	current_state[0]	display_str[426]	-60	7
## sequential cells by signal, summed over array words and instances (netlist names)
| name | count |
|---|---|
| current_state | 4 |
| balance | 33 |
## layer usage
layer	up-vias	wire (um)	track usage, %
li1	3826	-	-
met1	3834	14800	16.2
met2	450	20400	25.4
met3	41	3110	2.69
met4	0	1520	5.31
met5	-	0	0
## cells in the mapped netlist (3+ instances only)
library cell	n
a2111oi_0	3
a211o_1	6
a211oi_1	5
a21o_1	11
a21oi_1	48
a31oi_1	4
a32oi_1	6
and2_1	4
and3_1	3
buf_1	6
buf_2	6
buf_4	345
clkbuf_1	42
dfrtp_1	4
dlxtn_1	33
ha_1	36
inv_1	54
inv_2	6
nand2_1	125
nand2b_1	9
nand3_1	21
nand4_1	9
nand4b_1	3
nor2_1	84
nor2b_1	13
nor3_1	22
nor4_1	11
o211a_1	3
o211ai_1	8
o21a_1	4
o21ai_0	57
o21ai_1	10
o22ai_1	5
o31ai_1	10
or2_2	6
or4_1	4
xnor2_1	22
xor2_1	11
## cell families (layout without fill, tap and decap cells)
logic type,after synthesis,after routing,synth area share (%)
latches,33,33,6.81
xor gates and xnor gates,33,33,3.97
DFF,4,4,1.38
adders and majority gates,38,38,6.74
muxes,1,1,0.138
buffers and inverters,459,664,41.6
AOI/OAI and AO/OA,203,203,17.7
other,2,106,0.103
and+or+nand+nor,331,331,21.6
## repair_timing
item / 4_1_cts / 5_1_grt
resized: 66 / 86
buffers inserted: 8 / 13
pin swaps: 2 / 6
endpoints found under the setup margin: 261 / 241
hold endpoints to repair: 0 / 0
cloned: 3 / 2
## worst register-to-register path: stages, from the launching register on
cell and delay (ps):
dfrtp_1 380, inv_1 100, ha_1 200, buf_4 200, nand2_4 160, clkinvlp_4 200
clkbuf_16 230, a32oi_1 200, nor2_1 50, or4_1 490
